**design/flow/design.v**
```verilog
module project_SPI_slave #(parameter IDLE = 3'b000,
                           CHK_CMD = 3'b001,
                           READ_ADD = 3'b010,          
                           READ_DATA = 3'b011,         
                           WRITE = 3'b100)
                          (input wire clk,
                           rst_n,
                           MOSI,
                           SS_n,
                           tx_valid,
                           input wire [7:0] tx_data,
                           output reg MISO,
                           rx_valid,
                           output reg [9:0] rx_data);
reg [2:0] cs,ns;
reg [3:0] MOSI_count;   
reg MOSI_done;
reg [7:0] MISO_temp;   
reg [2:0] MISO_count;  
reg MISO_done;
reg addr_or_data;
always @(rst_n or cs) begin
    if (!rst_n)begin
        addr_or_data = 1;  
    end
    if (cs == READ_ADD || cs == READ_DATA)
        addr_or_data = ~addr_or_data;
        end
    always @(posedge clk or negedge rst_n) begin
        if (!rst_n)
            cs <= IDLE;
        else
            cs <= ns;
    end
    always @(cs,SS_n,MOSI,addr_or_data)
        case (cs)
            IDLE:
            if (!SS_n)
                ns = CHK_CMD;
            else
                ns = IDLE;
            CHK_CMD:
            if (SS_n)
                ns = IDLE;
            else begin
                if (!MOSI)
                    ns = WRITE;
                else begin
                    if (addr_or_data)
                        ns = READ_ADD;
                    else
                        ns = READ_DATA;
                end
            end
            READ_ADD:
            if (SS_n)
                ns = IDLE;
            else
                ns = READ_ADD;
            WRITE:
            if (SS_n)
                ns = IDLE;
            else
                ns = WRITE;
            READ_DATA:
            if (SS_n)
                ns = IDLE;
            else
                ns = READ_DATA;
            default: ns = IDLE;
        endcase
    always @(posedge clk or negedge rst_n) begin
        if(!rst_n)
        begin
              MISO_done    = 1; 
        end else begin
        if (SS_n) begin
            MOSI_count <= 0;
            MOSI_done  <= 0;
        end
        else begin
        rx_data[10-MOSI_count] <= MOSI;  
        MOSI_count             <= MOSI_count+1;
        if (MOSI_count == 10) begin
            MOSI_done <= 1;
        end
        end
        if (MOSI_done) begin
            rx_valid <= 1;
        end
        else begin
            rx_valid <= 0;
        end
        if (!MISO_done && MISO_count<8 && cs == READ_DATA && (MOSI_count>= 10||MOSI_done)) begin
            MISO       <= MISO_temp[7-MISO_count];  
            MISO_count <= MISO_count+1;
        end else if(SS_n) begin
            MISO_count <=0;
             MISO_done  <= 1;
        end else    
        if (tx_valid) begin
            MISO_temp <= tx_data;
            MISO_done <= 0;
        end 
        end
end
endmodule
```
**design/flow/run.sh**
```bash
#!/bin/bash
# OpenROAD 26Q1-2900-gdf79404cd8, Yosys 0.63+post, stock flow scripts
make -C /OpenROAD-flow-scripts/flow DESIGN_CONFIG=/design/flow/config.mk WORK_HOME=/design/flow/orfs finish
```
**design/flow/config.mk**
```make
export PLATFORM = sky130hd
export DESIGN_NAME = project_SPI_slave
export DESIGN_NICKNAME = project_SPI_slave
export VERILOG_FILES = /design/flow/design.v
export SDC_FILE = /design/flow/constraint.sdc
export NUM_CORES = 4
export LEC_CHECK = 1
export CORE_UTILIZATION = 30
```
**design/flow/constraint.sdc**
```tcl
current_design project_SPI_slave

set clk_period 3.4
set clk_io_pct 0.2

create_clock -name clk0 -period $clk_period [get_ports {clk}]

set non_clock_inputs [all_inputs -no_clocks]
set_input_delay [expr $clk_period * $clk_io_pct] -clock clk0 $non_clock_inputs
set_output_delay [expr $clk_period * $clk_io_pct] -clock clk0 [all_outputs]
```
==> CHANGELOG.md <==
## Implementation

- Pwr dens: 390 nW/um^2
- Vias in the first global route: ~1200
- Setup Viol. Count Final: 0
- First-pass GRT wire length: roughly 5.5 mm
- Peak supply drop: ~0.18 mV
- Post-DRT Antenna Nets: 0
- Wire per inst: roughly 12 um
- # hold bufs at CTS: 0
- CP max FO: 5
- CP endpoint kind: register
- Endpoints left unconstrained: 1
- Synth warn: 2
- CTS tree: done
- Slew HR: 0.582
- GPL Wtd Cong: approximately 0.86
- Final HPWL DP: 2.24 mm
- Layout Skew: 0.00739 ns
- Tightest Pin Transition: 0.625 ns
- Post-layout period usage: 0.946
- Cts bufs inserted: 5
- Post-DP Area: 2210 um^2
- Final instance area: around 2400 um^2
- Share of cells above drive strength 1: 0.243
- Total GRT Usage: 0.113
- Comb pwr share: 0.190
- Root buffer cell: clkbuf_8
- Die height: 79.9 um
- Vias: approximately 1200
- Fillers: 559
- Slowest-stage cell, CP: edfxtp_1
- Final Max Tran Viols: 0
- Synth Cell Area: approximately 1800 um^2
- Area Overhead vs Synth: 30.9%
- Ys flop type: edfxtp_1
- Largest net degree at the start of global routing: 17
- Die width: 79.9 um
- Post-route setup TNS: 0 ns
- CTS H-tree lvls: 2
- Asr flop ratio synth: 0.147
- CP Launch Type: register
- Synth Register Bits: 34
- Pre-Repair DR Iteration Count: 4
- Vias per cell: 4.67
- P_sw: 0.000237 W
- EDFF count, synth: 28
- Core area: between 5000 and 6000 um^2
- Cells along the critical path: buf_4 > buf_4 > ha_2 > xnor2_2 > and3_4 > nand2_1 > ha_1 > nor4bb_1 > and3_2 > nand3b_1 > nor4_2 > mux2_2
- Setup WS post-layout: 0.184 ns
- Rows: 28
- Cells in synth_stat.txt: 142
- Mean post-synth cell area: 12.8 um^2
- CP most frequent cell: buf_4
- DP Worst Slack: 0.0603 ns
- Sw frac: 0.254
- Clock tree buffer depth: 2
- Count of cell types in the netlist: 38
- Outcome: completed
- Period minus WS final: 3.22 ns
- Final wirelength: ~3.1 mm
- Most frequent cells in the layout: edfxtp_1, clkdlybuf4s50_1, buf_4
- Hold_ws: 0.484 ns
- Initial DRC count: 40
- Global route total overflow: 0
- Critical path class: register to register
- Power share of the sequential group: 0.505
- Clk slew on worst S/H paths: 0.07 ns
- Chip area: 6390 um^2
- Max Cap Viol: 0
- Tool warnings: 30
- Worst-Skew Late Latency: 0.28 ns
- YS chip area: 1820 um^2
- # diodes: 0
- IO buf count: 24
- WP data arrival: 3.25 ns
- Gate count of the mapped netlist: between 100 and 150
- Clk pwr share: 0.304
- Max Fclk: 311 MHz
- Comb gate area: 846 um^2
- # IOs: 25
- Initial Util: 0.310
- Initial antenna violation count: 0
- Final core utilization: 0.405
- FF/Latch Area: 983 um^2
- Most numerous logic cell after layout: edfxtp_1
- RSZ-0062 raised after global routing: no
- Final hold violation count: 0
- Register pins left without a clock: 1
- Worst Hold Class: register to register
- Cell internal pwr: slightly below 0.0007 W
- DRC: 0
- Pleak: between 0.8 and 0.9 nW
- Largest stage delay, worst path: 0.41 ns
- CP required: 3.44 ns
==> worst paths after layout <==
kind / from / end / slack, ns / cells past startpoint
worst max register to register: MOSI_count[1]$_SDFFCE_PP0P_ / rx_data[9]$_DFFE_PP_ / 0.18 / 12
max in group asynchronous: rst_n / cs[0]$_DFF_PN1_ / 2.46 / 2
min in group asynchronous: rst_n / cs[2]$_DFF_PN0_ / 0.70 / 2
worst min-delay path: MOSI_done$_SDFFCE_PP0P_ / rx_valid$_DFFE_PP_ / 0.48 / 0
worst min register to register: MOSI_done$_SDFFCE_PP0P_ / rx_valid$_DFFE_PP_ / 0.48 / 0
worst max-delay path: MOSI_count[1]$_SDFFCE_PP0P_ / rx_data[9]$_DFFE_PP_ / 0.18 / 12
==> critical path: cells and delay by family (launching register included) <==
family | cells | cell delay, ns
XOR/XNOR | 1 | 0.21
AND/OR/NAND/NOR | 6 | 1.23
adder cells (fa/ha/maj) | 2 | 0.48
flip-flops | 1 | 0.41
multiplexers | 1 | 0.36
buffers and inverters | 2 | 0.30
==> routing by layer <==
metal	wire (um)	GRT usage	up-vias
li1	-	-	614
met1	1610	0.186	570
met2	1310	0.162	24
met3	120	0.0290	5
met4	50	0.0161	0
met5	0	0	-
==> flip-flops by register name, summed over array words and instances (netlist names) <==
name,count
cs,4
MISO_count,3
rx_valid,1
MOSI_count,4
addr_or_data,1
MOSI_done,1
rx_data,10
MISO,1
MISO_done,1
MISO_temp,8
==> metrics by stage <==
step / power (W) / std cells
after global placement: 0.000635 / 247
after detailed placement: 0.000636 / 247
after CTS: 0.000924 / 255
after floorplan: 0.000572 / 142
final: 0.000931 / 260
after global routing: 0.000984 / 260
==> area by class of cell <==
cell class                 instances  share of cell area
sequential                        34               0.412
timing repair buffer              38               0.145
clock inverter                     3             0.00735
tap                               75              0.0393
clock buffer                       5              0.0289
multi-input combinational         97               0.355
inverter                           8              0.0126
==> synth_stat cells, drive strengths merged (2+ instances only) <==
master,number,area (um^2)
a21oi,2,10.0
nand3b,2,15.0
nor4bb,3,30.0
nor4,6,37.5
nor2,9,36.3
nand2,7,26.3
nor2b,5,33.8
dfrtp,3,75.1
o21ai,2,10.0
ha,14,175
mux4,2,45.0
nor3,4,20.0
inv,8,30.0
xnor2,2,17.5
a31oi,3,18.8
xor2,3,26.3
and3,2,12.5
mux2,11,124
nand3,5,25.0
clkbuf,3,11.3
edfxtp,28,841
dfstp,2,52.6
and2,4,25.0
nor3b,2,20.0
==> repair_timing <==
| action | CTS | global route |
|---|---|---|
| endpoints found under the hold margin | 0 | 0 |
| gates resized | 0 | 12 |
| setup endpoints to repair | 0 | 10 |
| setup buffers | 0 | 5 |
==> power by group through the flow <==
stage	Combinational (W)	Sequential (W)	Clock, W
after CTS	0.000157	0.000471	0.000296
after global routing	0.000197	0.000473	0.000314
final	0.000177	0.000470	0.000283
==> logic make-up after synthesis <==
group	after synthesis	synth area share
AND-OR/OR-AND	10	0.0337
XOR/XNOR	6	0.0378
adder cells (fa/ha/maj)	14	0.0962
buffers and inverters	11	0.0227
flip-flops	33	0.532
latches	1	0.00824
multiplexers	13	0.0927
AND/OR/NAND/NOR	54	0.177
Power is estimated from default activity; no workload was simulated.
