## config.mk

```make
export PLATFORM = sky130hd
export DESIGN_NAME = RAM
export DESIGN_NICKNAME = RAM
export VERILOG_FILES = /design/flow/design.v
export SDC_FILE = /design/flow/constraint.sdc
export NUM_CORES = 4
export LEC_CHECK = 1
export CORE_UTILIZATION = 40
```

## run.sh

```bash
#!/bin/bash
# OpenROAD 26Q1-2900-gdf79404cd8, Yosys 0.63+post, stock flow scripts
make -C /OpenROAD-flow-scripts/flow DESIGN_CONFIG=/design/flow/config.mk WORK_HOME=/design/flow/orfs finish
```

## constraint.sdc

```tcl
current_design RAM

set clk_period 8.4
set clk_io_pct 0.2

create_clock -name clk0 -period $clk_period [get_ports {clk}]

set non_clock_inputs [all_inputs -no_clocks]
set_input_delay [expr $clk_period * $clk_io_pct] -clock clk0 $non_clock_inputs
set_output_delay [expr $clk_period * $clk_io_pct] -clock clk0 [all_outputs]
```

## design.v

```verilog
module RAM (din,
            clk,
            rst_n,
            rx_valid,
            dout,
            tx_valid);
    input [9:0] din;
    output reg [7:0] dout;
    input clk,rst_n,rx_valid;
    output reg tx_valid;
    parameter MEM_DEPTH     = 256;
    parameter ADDR_SIZE     = 8;
    parameter WRITE_ADDRESS  = 2'b00 ;
    parameter WRITE_DATA     = 2'b01;
    parameter READ_ADDRESS = 2'b10;
    parameter READ_DATA    = 2'b11;
    reg [7:0] MEM [MEM_DEPTH-1:0];
    wire [1:0] R_W;
    assign R_W = din[9:8];
    reg [7:0] currentAddress;
    always @(posedge clk or negedge rst_n) begin
        if (!rst_n) begin
            dout     <= 0;
            tx_valid <= 0;
        end
        else begin
            case (R_W)
                READ_ADDRESS:begin
                    if (rx_valid) begin
                        currentAddress <= din[7:0];
                    end
                    tx_valid <= 0;
                end
                WRITE_ADDRESS:begin
                    if (rx_valid) begin
                        currentAddress <= din[7:0];
                    end
                    tx_valid <= 0;
                end
                WRITE_DATA:begin
                    if (rx_valid) begin
                        MEM[currentAddress] <= din[7:0];
                    end
                    tx_valid = 0;
                end
                READ_DATA:begin
                    dout     <= MEM[currentAddress];
                    tx_valid <= 1;
                end
            endcase
        end
    end
endmodule
```

==> flow_metrics.env <==
# physical design summary
export IMPL_cts_resized=0
export IMPL_synth_main_ff_cell="edfxtp_1"
export IMPL_yosys_area_top_type_share=0.7876
export IMPL_timing_hold_violations_final=0
export IMPL_ant_nets=0
export IMPL_grt_pass1_wl_um=617000
export IMPL_grt_pass1_vias=57090
export IMPL_final_layout_size_suffix_gt1_frac=0.1779
export IMPL_warnings=27
export IMPL_drt_iter0_drc=6170
export IMPL_clock_sinks=2065
export IMPL_edf_count=2056
export IMPL_rows=162
export IMPL_place_gp_congestion=1.140
export IMPL_ys_async_sr_fraction=0.004358
export IMPL_dr_total_vias=56770
export IMPL_clk_pin_slew_worst_paths_ns=0.06
export IMPL_ys_cells=4827
export IMPL_clockBufferDepth=3
export IMPL_synth_flops=2065
export IMPL_power_density_mw_per_mm2=241.5
export IMPL_firstDrtPassIters=8
export IMPL_postSynthSeqShare=0.7905
export IMPL_viasPerCell=7.025
export IMPL_cts_tree="built"
export IMPL_clock_fmax_ghz=0.1754
export IMPL_drt_wirelength_per_cell_um=60.70
export IMPL_required_ns=9.11
export IMPL_cts_buffers=219
export IMPL_final_min_clock_period_ns=5.700
export IMPL_clkLatencyLatePin_ns=0.89
export IMPL_io_buffers=21
export IMPL_yosysWarnings=2
export IMPL_synthDominantAreaCellType="edfxtp_1"
export IMPL_drv_slew=0
export IMPL_grt_overflow_total=0
export IMPL_hpwl_um=344400
export IMPL_synth_cell_area_mm2=0.07839
export IMPL_cp_cell_sequence="buf_4 > nor4b_2 > buf_4 > buf_4 > buf_4 > nand3_1 > nand4_1 > nor4_1 > nand4_1 > nor4_1 > a21oi_1"
export IMPL_hp_class="flip-flop to flip-flop"
export IMPL_drt_total_wl_um=490400
export IMPL_tightestPinTransition_ns=1.433
export IMPL_area_delta_synth_final_pct=17.87
export IMPL_criticalPathCategory="flip-flop to flip-flop"
export IMPL_dieArea_mm2=0.1977
export IMPL_fin_tns_setup_ns=0
export IMPL_slew_headroom=0.04478
export IMPL_grt_total_usage=0.5468
export IMPL_cp_slowest_cell="nor4_1"
export IMPL_core_util_floorplan=0.4024
export IMPL_fp_dieH_um=444.7
export IMPL_ys_types=54
export IMPL_cts_root_buf="clkbuf_16"
export IMPL_endpoint_kind="flip-flop"
export IMPL_maxCapViolCount=0
export IMPL_start_kind="flip-flop"
export IMPL_antenna_found_initial=66
export IMPL_status="finished clean"
export IMPL_p_leak_nw=28.08
export IMPL_drc_errors=0
export IMPL_syn_avg_cell_area_um2=16.24
export IMPL_skew_ns=0.03332
export IMPL_arrival_ns=6.41
export IMPL_htree_levels=4
export IMPL_pin_count=22
export IMPL_topCellsByArea="edfxtp_1 79%, a22oi_1 4.4%, nand3_1 3.1%, nor2_1 1.4%, a32oi_1 1.3%"
export IMPL_core_mm2=0.1948
export IMPL_holdBufCountCts=0
export IMPL_setup_viol=0
export IMPL_fin_crit_sh=0.6786
export IMPL_die_w_um=444.7
export IMPL_rsz0062_at_grt="no"
export IMPL_critPathMaxFanout=34
export IMPL_peakVddDrop_mv=0.2170
export IMPL_finalPower_w=0.02232
export IMPL_synth_chip_area_mm2=0.07839
export IMPL_path_common_cell="buf_4"
export IMPL_cts_setup_buffers=0
export IMPL_cp_slowest_stage_delay_ns=1.07
export IMPL_grt_max_degree=90
export IMPL_postSynthCellCount=4827
power breakdown:
group	leakage, nW	internal [W]	switching [W]
logic	5.94	0.000155	0.000753
registers	18.6	0.0113	0.0000135
clock network	3.57	0.00576	0.00430
total	28.1	0.0172	0.00507
kinds of logic (layout without fill, tap and decap cells):
logic type / after synthesis / count (layout) / synth area share
and+or+nand+nor: 1324 / 1324 / 0.08833
buffers and inverters: 393 / 944 / 0.02238
AOI/OAI and AO/OA: 1045 / 1045 / 0.09880
DFF: 2065 / 2065 / 0.7905
other: 0 / 78 / 0
worst paths after layout:
kind                       slack [ns]       to  depth (start not counted)              start
max in group asynchronous        6.91  dout[5]                          1              rst_n
setup reg to reg                 2.70  dout[4]                         11  currentAddress[4]
setup / recovery                 2.70  dout[4]                         11  currentAddress[4]
min in group asynchronous        1.14  dout[6]                          1              rst_n
hold reg to reg                  0.55  dout[5]                          2          MEM[0][5]
hold / removal                   0.55  dout[5]                          2          MEM[0][5]
metal layers:
layer  vias to the layer above  share of wire  GRT usage
met4                       105           0.10     0.3999
met2                      5880           0.40     0.6763
met1                     28460           0.28     0.5734
met5                         -         0.0077     0.1673
met3                      1524           0.21     0.4856
li1                      20800              -          -
critical path, delay by kind of cell (launching register included):
family | cells | cell delay [ns]
buffers and inverters | 4 | 1.42
DFF | 1 | 0.34
and+or+nand+nor | 6 | 3.43
AOI/OAI and AO/OA | 1 | 0.20
state kept, by name, summed over array words and instances (netlist names):
name,cells
dout,8
MEM,2048
tx_valid,1
currentAddress,8
metrics by stage:
| stage | cell area [µm²] | std cells | hold WS [ns] | worst slack (ns) | utilization |
|---|---|---|---|---|---|
| detailed placement | 84850 | 7594 | 0.5441 | 2.507 | 0.4356 |
| floorplan | 78390 | 4827 | 0.4903 | 4.916 | - |
| global placement | 84830 | 7593 | 0.5555 | 2.434 | 0.4355 |
| CTS | 92200 | 8002 | 0.5567 | 3.105 | 0.4733 |
| finish | 92390 | 8080 | 0.5461 | 2.700 | 0.4743 |
| global route | 92330 | 8054 | 0.6118 | 3.115 | 0.4740 |
layout by cell type (no fill, tap or decap), drive strengths merged, types with 10 or more instances in the layout:
cell type | synthesis | final
a22oi | 458 | 458
a21oi | 109 | 109
a32o | 12 | 12
clkinv | 0 | 111
nand4b | 10 | 10
buf | 250 | 522
o211ai | 25 | 25
o22ai | 152 | 152
nor4b | 10 | 10
and3 | 39 | 39
a32oi | 118 | 118
nor4bb | 10 | 10
and4 | 11 | 11
or4 | 33 | 33
nor3 | 76 | 76
nand4bb | 11 | 11
nor4 | 73 | 73
diode | 0 | 78
clkinvlp | 0 | 10
clkdlybuf4s50 | 0 | 13
a31oi | 12 | 12
nand2 | 103 | 103
a221oi | 33 | 33
a222oi | 17 | 17
nor2 | 286 | 286
clkbuf | 142 | 253
nand4 | 150 | 150
nand3 | 484 | 484
a22o | 65 | 65
bufinv | 0 | 31
a2111oi | 12 | 12
edfxtp | 2056 | 2056
synth_stat cells (3+ instances only):
master     count
buf_4         17
nor4bb_1      10
nand3_1      484
a32o_1        12
a31oi_1       12
o211ai_1      25
nand4bb_1     11
edfxtp_1    2056
and3_1        39
and4_1        11
nor4b_1        9
nand4_1      150
a221oi_1      33
o21ai_0        7
nand4b_1      10
o22a_1         4
buf_2        145
a222oi_1      17
dfrtp_1        9
buf_6          4
nor4_1        71
o22ai_1      152
nor2_1       286
a22oi_1      458
a22o_1        65
clkbuf_2       3
a221o_1        5
buf_1         84
a32oi_1      118
o221ai_1       3
or4_1         33
o2111ai_1      7
or4b_2         8
clkbuf_1     139
nor3_1        76
and4b_1        8
a21oi_1      109
a2111oi_0     12
nand2_1      103
or3_1          3
final cells by class:
type | instances | area, µm²
flip-flops and latches | 2065 | 61960
fillers | 16500 | 102400
clock buffers | 253 | 5629
multi-input cells | 2369 | 15330
clock inverters | 155 | 1723
repair buffers | 535 | 4263
diodes | 78 | 195.2
inverters | 1 | 3.754
well taps | 2624 | 3283
Power figures rest on the tool's default switching activity, not on a simulated workload.
